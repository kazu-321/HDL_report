<file path="./design.v">
module m_rom(input [3:0] adr, input sw, output [7:0] dat);
	reg [7:0] data;
	assign dat=data;
	always @(adr) begin
		if(sw) begin
			case (adr)
				4'h0:	 data=8'b11000010;   
				4'h1:	 data=8'b11000000;   
				4'h2:    data=8'b11000000;   
				4'h3:    data=8'b10100001;   
				4'h4:    data=8'b10000011;   
				4'h5:	 data=8'b10010001;   
				4'h6:	 data=8'b10000110;   
				4'h7:    data=8'b11111111;   
				4'h8:    data=8'b11000010;	 
				4'h9:    data=8'b11000000;	 
				4'ha:	 data=8'b11000000;	 
				4'hb:	 data=8'b10100001;	 
				4'hc:    data=8'b10000011;   
				4'hd:    data=8'b10010001;   
				4'he:    data=8'b10000110;	 
				4'hf:    data=8'b11111111;	 
				default: data=8'hff;
			endcase 
		end else begin
			case (adr)
				4'h0:	 data=8'b10001001;   
				4'h1:	 data=8'b10000110;   
				4'h2:    data=8'b11000111;   
				4'h3:    data=8'b11000111;   
				4'h4:    data=8'b11000000;   
				4'h5:	 data=8'b11111111;   
				4'h6:	 data=8'b11111111;   
				4'h7:    data=8'b11111111;   
				4'h8:    data=8'b10001001;	 
				4'h9:    data=8'b10000110;	 
				4'ha:	 data=8'b11000111;	 
				4'hb:	 data=8'b11000111;	 
				4'hc:    data=8'b11000000;   
				4'hd:    data=8'b11111111;   
				4'he:    data=8'b11111111;	 
				4'hf:    data=8'b11111111;	 
				default: data=8'hff;
			endcase 
		end
	end
endmodule
module m_prescale50M(input clk, output c_out);
	reg [25:0] cnt;
	wire wcout;
	assign wcout = (cnt == 26'd49999999) ? 1'b1 : 1'b0;
	assign c_out = wcout;
	always @(posedge clk) begin
		if (wcout)
			cnt <= 26'd0;
		else
			cnt <= cnt + 26'd1;
	end
endmodule
module TopModule(
	input 		          		CLK1,
	input 		          		CLK2,
	output		     [7:0]		HEX0,
	output		     [7:0]		HEX1,
	output		     [7:0]		HEX2,
	output		     [7:0]		HEX3,
	output		     [7:0]		HEX4,
	output		     [7:0]		HEX5,
	input 		     [1:0]		BTN,
	output		     [9:0]		LED,
	input 		     [9:0]		SW
	);
	reg [3:0] cnt;
	wire clk_1s;
	m_prescale50M tim(CLK1, clk_1s);
	always @(posedge clk_1s) begin
		cnt=cnt+1;
	end
	assign LED[0] = SW[0];
	m_rom u1(cnt+5, SW[0], HEX0);
	m_rom u2(cnt+4, SW[0], HEX1);
	m_rom u3(cnt+3, SW[0], HEX2);
	m_rom u4(cnt+2, SW[0], HEX3);
	m_rom u5(cnt+1, SW[0], HEX4);
	m_rom u6(cnt+0, SW[0], HEX5);
endmodule
</file>
<file path="./run.sh">
#!/bin/bash
# OpenROAD 26Q1-2900-gdf79404cd8, Yosys 0.63+post, stock flow scripts
make -C /OpenROAD-flow-scripts/flow DESIGN_CONFIG=/design/flow/config.mk WORK_HOME=/design/flow/orfs finish
</file>
<file path="./config.mk">
export PLATFORM = sky130hd
export DESIGN_NAME = TopModule
export DESIGN_NICKNAME = TopModule
export VERILOG_FILES = /design/flow/design.v
export SDC_FILE = /design/flow/constraint.sdc
export NUM_CORES = 4
export LEC_CHECK = 1
export CORE_UTILIZATION = 50
</file>
<file path="./constraint.sdc">
current_design TopModule

set clk_period 4.4
set clk_io_pct 0.2

create_clock -name clk0 -period $clk_period [get_ports {CLK1}]

set non_clock_inputs [all_inputs -no_clocks]
set_input_delay [expr $clk_period * $clk_io_pct] -clock clk0 $non_clock_inputs
set_output_delay [expr $clk_period * $clk_io_pct] -clock clk0 [all_outputs]
</file>
==> flow_summary.yaml <==
# generated from flow reports
status:
  status: "finished, final reports clean"
final_layout:
  flow.area_growth_from_synthesis_pct: 18.9
  sequential_cell_area_um2: 821
  combGateArea_mm2: 0.00154
  final_util_pct: 62.8
  layout-drive-gt1-share_pct: 5.68
  finish.cell_count_without_fillers: 419
  postLayoutCellArea_mm2: 0.00303
  layout.filler_cells: 443
synthesis:
  post_synth_instance_area_mm2: 0.00255
  post-synth-top-count-cell: "nand2_1"
  synthesis.instances: 316
  synth.yosys.warnings: 18
  number_of_standard_cells_reported_by_yosys: 316
  synth_async_sr_flop_share_pct: 0
  ys_chip_area_mm2: 0.00255
  area_leaders: "dfxtp_1 (32%), ha_1 (11%), nand2_1 (7.2%)"
  synth_seq_share_pct: 32.2
  post_synth_tally_of_flip_flops_with_integrated_enable: 0
  synthDistinctLibCells: 41
  dominantRegCellSynth: "dfxtp_1"
  top_cell_area_share_pct: 32.2
  postSynthAreaPerCell_um2: 8.06
  yosysTopAreaCell: "dfxtp_1"
  ys_ff: 41
  yosys-top-cells-count: "nand2_1 (49), dfxtp_1 (41), o21ai_0 (34)"
critical_path:
  critical_path.startpoint_type: "input pin"
  worst-r2r-setup-slack_ns: 2.26
  critPathCaptureType: "primary output"
  critPathRequiredTime_ns: 3.52
  number_of_cells_traversed_by_the_worst_register_to_register_path: 6
  critPathKind: "in -> out"
  timing.critical_path.fanout_max: 36
  worst-endpoint-arrival_ns: 2.34
  reg2reg_from: "tim.cnt[0]$_SDFF_PN0_"
  worst_reg2reg_endpoint: "tim.cnt[5]$_SDFF_PN0_"
cts:
  post_cts_resized: 0
  clock_tree.root_cell: "clkbuf_8"
  tritoncts_buffer_count: 3
  cts.htree.levels: 1
  clock.latency.late_pin_ns: 0.27
  cts_tree: "built"
  clkTransAtPathRegs_ns: 0.09
  total_setup_buffers_inserted_after_cts: 0
  cts_buffer_depth: 2
  ctsHoldBuffers: 0
drt:
  route.detailed.vias_per_inst: 5.06
  drt_pass1_iterations: 4
  drc: 0
  post_drt_wl_per_cell_um: 11.8
  routed-via-count: 2119
  final_routed_wirelength_across_all_metal_layers_um: 4930
  initialDrtViolationCount: 92
  antenna_violating_nets_post_route: 0
  n_antenna_cell: 0
die:
  floorplan.die.height_um: 73.4
  floorplan.die.width_um: 73.4
  core_area_mm2: 0.00482
  chip_area_mm2: 0.00538
  cell_rows: 25
  fp_util_pct: 52.9
  io_pins: 72
timing:
  report.final.hold_viol_count: 0
  period_minus_slack_ns: 3.22
  post_route_setup_tns_ns: 0
  timing.final.crit_share_pct: 73.1
  max_slew.worst_pin.slew_ns: 0.750
  unclocked_pins: 15
  max-slew-margin-rel_pct: 49.8
  timing_max_transition_violations_final: 0
  timing.fmax_ghz: 0.311
  setup_viol: 0
  finClkSkew_ns: 0.00178
  final.setup.worst_slack_ns: 1.18
  rsz0062_at_grt: "no"
  untimed_endpoints: 15
placement:
  dp_hpwl_um: 3680
  placed_cells_incl_taps: 415
  placedInstanceArea_mm2: 0.00297
  finalWeightedCongestion: 0.821
  place_worst_setup_slack_ns: 1.19
  place.port_buffers: 44
pwr:
  power_per_cell_area_mw_per_mm2: 141
  power.static_leakage_nw: 1.24
  worst_ir_drop_vdd_mv: 0.219
run:
  stage_log_warnings: 53
  max-cap-violations: 0
global_routing:
  vias_in_the_first_global_route: 1677
  gr-usage-all-layers_pct: 18.8
  antenna_found_initial: 0
  grt_start_max_net_pins: 37
  grt_first_pass_wirelength_um: 7960
  globalRoute.totalOverflow: 0
worst_hold_path:
  hold_path_startpoint: "tim.cnt[23]$_SDFF_PN0_"
  timing.hold.worst_path_depth: 1
  hold_path_class: "reg -> reg"
  worst_hold_path.endpoint: "tim.cnt[23]$_SDFF_PN0_"
how the worst max path moves through the flow:
stage	depth (start not counted)	to	start	slack, ns
CTS	4	HEX5[3]	SW[0]	1.18
global route	5	HEX0[2]	SW[0]	1.05
finish	4	HEX5[3]	SW[0]	1.18
cell families after synthesis:
| kind of cell | synth area share, % |
|---|---|
| simple gates | 24.1 |
| other cells | 0.295 |
| buf+inv | 9.19 |
| fa+ha+maj | 11.3 |
| mux | 4.57 |
| xor+xnor | 5.16 |
| compound gates | 13.2 |
| flops | 32.2 |
power breakdown:
| part | switching, W | leakage, nW | internal, W |
|---|---|---|---|
| clock network | 0.0000732 | 0.0288 | 0.0000800 |
| registers | 0 | 0.330 | 0.000235 |
| logic | 0.0000129 | 0.884 | 0.0000248 |
| total | 0.0000862 | 1.24 | 0.000340 |
cell usage in the layout (no fill, tap or decap), types with 2 or more instances in the layout:
master / Yosys / routed
ha_1: 23 / 23
or3_1: 2 / 2
or4_1: 4 / 4
clkbuf_8: 0 / 4
nand3_1: 8 / 8
o211ai_1: 4 / 4
and4_1: 2 / 2
mux2i_1: 6 / 6
o31ai_1: 3 / 3
nand4_1: 8 / 8
xnor2_1: 11 / 11
mux2_2: 5 / 5
nand2b_1: 7 / 7
o21ai_0: 34 / 34
nor2_1: 18 / 18
a21oi_1: 10 / 10
clkdlybuf4s50_1: 0 / 43
and4_2: 2 / 2
nor2b_1: 4 / 4
nor4b_1: 2 / 2
nor3_1: 2 / 2
nand2_1: 49 / 49
and3_1: 2 / 2
nor4_1: 4 / 4
xor2_1: 4 / 4
dfxtp_1: 41 / 41
conb_1: 2 / 15
o22ai_1: 5 / 5
or3_2: 2 / 2
inv_1: 17 / 17
worst max-delay path, stage by stage:
cell             delay (ns)
buf_2                  0.45
buf_12                 0.25
mux2_2                 0.35
clkdlybuf4s50_1        0.40
layer usage:
layer	track usage [%]	share of wire, %	up-vias
met4	0.427	0	0
met3	2.50	4.7	0
li1	-	-	1136
met5	0	0	-
met1	32.6	53	933
met2	26.5	42	50
per-stage QoR:
step,hold WS (ns),power (W)
finish,0.457,0.000426
global route,0.473,0.000444
CTS,0.459,0.000431
detailed placement,0.440,0.000279
global placement,0.440,0.000279
floorplan,0.422,0.000263
cell type report:
type / instances / share of cell area (%)
Inverter: 17 / 2.11
Clock buffer: 4 / 1.82
Multi-Input combinational cell: 244 / 50.9
Sequential cell: 41 / 27.1
Tap cell: 67 / 2.77
Timing Repair Buffer: 46 / 15.3
Power figures rest on the tool's default switching activity, not on a simulated workload.
