==> /design/flow/design.v <==
module m_matrix_key(
	input             clk, rst,	 
	input      [3:0]  row, 			 
	output reg [3:0]  col,			 
	output reg [15:0] key,			 
	output            tc				 
	) ;
	reg [2:0]  index ;	
	reg [15:0] tmp ;
	always @(posedge rst or posedge clk) begin
		if(rst == 1'b1)begin
		   tmp   <= 16'hFFFF ;
			key   <= 16'h0000 ;
			index <= 3'd0 ;
		end
		else begin
			if (index[0] == 1'b0) begin
				case (index[2:1]) 
					2'd0: begin
								col <= 4'b1110 ;
								key <= ~tmp ;
								tmp <= 16'hFFFF ;
							end
					2'd1: col <= 4'b1101 ;
					2'd2: col <= 4'b1011 ;
					2'd3: col <= 4'b0111 ;
				endcase
			end
			else begin
				tmp[{2'd0, index[2:1]}] <= row[0] ;
				tmp[{2'd1, index[2:1]}] <= row[1] ;
				tmp[{2'd2, index[2:1]}] <= row[2] ;
				tmp[{2'd3, index[2:1]}] <= row[3] ;
			end
			index <= index + 3'd1 ;		
		end
	end
	assign tc = (index == 3'd0) ? 1'b1 : 1'b0 ;
endmodule
module m_dec16to4 (
    input [15:0] key,		 
    output [3:0] out,		 
    output       pushed		 
) ;
    function [4:0] f ;
        input [15:0] in ;
        case(in)
			  16'h0001: f = { 1'b1, 4'h0 } ;		 
			  16'h0002: f = { 1'b1, 4'h1 } ;		 
			  16'h0004: f = { 1'b1, 4'h2 } ;		 
			  16'h0008: f = { 1'b1, 4'h3 } ;		 
			  16'h0010: f = { 1'b1, 4'h4 } ;		 
			  16'h0020: f = { 1'b1, 4'h5 } ;		 
			  16'h0040: f = { 1'b1, 4'h6 } ;		 
			  16'h0080: f = { 1'b1, 4'h7 } ;		 
			  16'h0100: f = { 1'b1, 4'h8 } ;		 
			  16'h0200: f = { 1'b1, 4'h9 } ;		 
			  16'h0400: f = { 1'b1, 4'hA } ;		 
			  16'h0800: f = { 1'b1, 4'hB } ;		 
			  16'h1000: f = { 1'b1, 4'hC } ;		 
			  16'h2000: f = { 1'b1, 4'hD } ;		 
			  16'h4000: f = { 1'b1, 4'hE } ;		 
			  16'h8000: f = { 1'b1, 4'hF } ;		 
			  default:  f = { 1'b0, 4'h0 } ;		 
        endcase
    endfunction
    assign { pushed, out } = f(key) ;
endmodule
module m_convert_num (
	input [3:0] key,
	output [3:0] num
);
	function [3:0] f;
		input [3:0] in;
		case(in)
			4'h0: f = 4'h1;
			4'h1: f = 4'h2;
			4'h2: f = 4'h3;
			4'h3: f = 4'hA;
			4'h4: f = 4'h4;
			4'h5: f = 4'h5;
			4'h6: f = 4'h6;
			4'h7: f = 4'hB;
			4'h8: f = 4'h7;
			4'h9: f = 4'h8;
			4'hA: f = 4'h9;
			4'hB: f = 4'hC;
			4'hD: f = 4'h0;
			4'hF: f = 4'hD;
			default: f = 4'hF;
		endcase
	endfunction
	assign num = f(key);
endmodule
==> /design/flow/run.sh <==
#!/bin/bash
# OpenROAD 26Q1-2900-gdf79404cd8, Yosys 0.63+post, stock flow scripts
make -C /OpenROAD-flow-scripts/flow DESIGN_CONFIG=/design/flow/config.mk WORK_HOME=/design/flow/orfs finish
==> /design/flow/config.mk <==
export PLATFORM = sky130hd
export DESIGN_NAME = m_matrix_key
export DESIGN_NICKNAME = m_matrix_key
export VERILOG_FILES = /design/flow/design.v
export SDC_FILE = /design/flow/constraint.sdc
export NUM_CORES = 4
export LEC_CHECK = 1
export CORE_UTILIZATION = 30
==> /design/flow/constraint.sdc <==
current_design m_matrix_key

set clk_period 3.4
set clk_io_pct 0.2

create_clock -name clk0 -period $clk_period [get_ports {clk}]

set non_clock_inputs [all_inputs -no_clocks]
set_input_delay [expr $clk_period * $clk_io_pct] -clock clk0 $non_clock_inputs
set_output_delay [expr $clk_period * $clk_io_pct] -clock clk0 [all_outputs]
==> out/metrics.cfg <==
[run_status]
run_status = finished, final reports clean

[placement]
place.gp.congestion = 0.9368
place_ws_ns = 0.8633
port_buffers = 26
hpwl_mm = 2.460

[die]
die_w_um = 79.63
rows = 27
initCoreUtil = 0.3205
num_io_pins = 27
dieArea_um2 = 6341
die_h_um = 79.63
core_area_um2 = 5642

[clocking]
clock_latency_ns = 0.28
post_cts_buffers = 0
cts_resized = 0
cts_tree = built
clock_sinks = 39
cts_root_buf = clkbuf_8
cts_made_buffers = 5
cts.reportedPaths.clkPinSlew_ns = 0.07
clockBufferDepth = 2
h-tree-depth = 2
ctsHoldBuffers = 0

[timing]
clock.fmax_mhz = 350.7
slew_viol_final = 0
rsz0062_at_grt = no
skew_ns = 0.004090
slew_headroom = 0.4529
hold_viol_final = 0
tns_ns = 0
post-route-period-util = 0.8387
fin_ws_ns = 0.5485
setup_violations = 0
period_minus_slack_ns = 2.851
worst_pin_slew_ns = 0.8207

[worst_hold_path]
hp-class = flip-flop to flip-flop

[yosys]
yosys_cells = 176
ys_ff = 39
synth_area_um2 = 1808
syn_inst = 176
avgSynthCellArea_um2 = 10.27
ys_chip_area_um2 = 1808
yosys_warnings = 1
ys_seq_frac = 0.5619
yosys.cell_types.count = 32

[pwr]
powerDensity_nw_per_um2 = 385.3
seqPwrFrac = 0.592
p_leak_nw = 0.8520
switchingPower_uw = 169.3
power.share.clock = 0.360
power_frac_comb = 0.048
swShare = 0.1983
power.internal_uw = 684.5
ir_drop_v = 0.0001940

[global_routing]
overflow = 0
antenna_found_initial = 0
grt_pass1_vias = 1282
grt_max_degree = 36
grt_usage = 0.1240
grt_pass1_wl_mm = 6.037

[run]
drv_cap = 0
warning_count = 33

[finish]
syn2layout_area_growth_pct = 22.56
drive_gt1_frac = 0.1429

[detailed_routing]
antenna_cells = 0
drcViolationCount = 0
routed_wl_mm = 3.468
routedWlPerCell_um = 12.61
drt_pre_antenna_iters = 4
vias_per_cell = 4.658
ant_nets = 0
first_iter_violations = 23
vias = 1281

[worst_setup_path]
worstPathRequired_ns = 2.72
critPathMaxFanout = 18
cp_data_arrival_time_ns = 2.17
cp-end-kind = output port
startpoint_type = flip-flop
criticalPathCategory = flip-flop to output port

path summary, 6_finish.rpt:
| kind | slack [ns] | startpoint | cells past startpoint | endpoint |
|---|---|---|---|---|
| max in group asynchronous | 2.23 | rst | 3 | tmp[3] |
| worst min-delay path | 0.48 | key[10] | 2 | key[10] |
| worst max register to register | 0.95 | index[1] | 5 | tmp[9] |
| worst max-delay path | 0.55 | index[0] | 4 | tc |
| min in group asynchronous | 0.82 | rst | 3 | index[1] |
| worst min register to register | 0.48 | key[10] | 2 | key[10] |
critical path, stage by stage (launching register included):
cell and delay, ns:
dfrtp_1 0.69, inv_1 0.37, ha_1 0.29, nor2b_1 0.13, clkdlybuf4s50_1 0.41
cell usage in the layout, fill, tap and decap left out, types with 2 or more instances in the layout:
| cell type | Yosys | routed |
|---|---|---|
| clkdlybuf4s50_1 | 0 | 26 |
| nand2_1 | 23 | 23 |
| dfrtp_1 | 19 | 19 |
| o21ai_0 | 18 | 18 |
| dfstp_2 | 16 | 16 |
| o21ai_1 | 12 | 12 |
| inv_1 | 10 | 10 |
| a21oi_1 | 10 | 10 |
| ha_1 | 10 | 10 |
| nor2_1 | 9 | 9 |
| clkbuf_8 | 0 | 6 |
| o22ai_1 | 5 | 5 |
| nand3_1 | 4 | 4 |
| nor2b_1 | 4 | 4 |
| edfxtp_1 | 4 | 4 |
| nor3_1 | 3 | 3 |
| o221ai_1 | 3 | 3 |
| o31ai_1 | 2 | 2 |
| mux2_2 | 2 | 2 |
| or3b_2 | 2 | 2 |
| a22oi_1 | 2 | 2 |
power groups by stage:
stage     Sequential (mW)  Clock, mW  Combinational [mW]
5_1_grt             0.508      0.339              0.0466
4_1_cts             0.506      0.318              0.0426
6_report            0.505      0.307              0.0413
area by class of cell:
cell class                      count  area, um^2
Timing Repair Buffer               27       267.8
Tap cell                           72       90.09
Clock buffer                        7       86.33
Inverter                           10       37.54
Multi-Input combinational cell    119       713.2
Clock inverter                      1       5.005
Fill cell                         572        3426
Sequential cell                    39        1016
cell families after synthesis:
| logic type | count (synthesis) | share of synthesized area |
|---|---|---|
| DFF | 39 | 0.5619 |
| buffers and inverters | 18 | 0.04360 |
| and+or+nand+nor | 50 | 0.1301 |
| adders and majority gates | 10 | 0.06920 |
| xor gates and xnor gates | 1 | 0.004845 |
| muxes | 3 | 0.01799 |
| AOI/OAI and AO/OA | 55 | 0.1723 |
per-layer routing:
metal / track usage / routed length (um) / share of wire / vias to the layer above
met5: 0 / 0 / 0 / -
met4: 0.02000 / 64 / 0.018 / 0
met3: 0.03016 / 200 / 0.058 / 9
met2: 0.1829 / 1504 / 0.43 / 45
met1: 0.1939 / 1699 / 0.49 / 566
li1: - / - / - / 661
state kept, by name, indices dropped and copies added (netlist names):
| name | cells |
|---|---|
| key | 16 |
| tmp | 16 |
| col | 4 |
| index | 3 |
cell usage after synthesis, drive strengths merged:
cell	n	share of area
dfrtp	19	0.26
nand2b	2	0.0083
and2	1	0.0035
nand2	23	0.048
o21ai	30	0.083
a31oi	1	0.0035
o221ai	3	0.015
nor2	9	0.019
o22ai	5	0.017
a21o	1	0.0042
xor2	1	0.0048
dfstp	16	0.23
a21oi	10	0.028
nand3	4	0.011
o31ai	2	0.0083
clkbuf	4	0.0083
nor3	3	0.0083
a22oi	2	0.0083
or3b	2	0.0097
and3b	1	0.0048
mux2i	1	0.0055
mux2	2	0.012
buf	4	0.015
o32a	1	0.0055
or2b	1	0.0042
ha	10	0.069
nor2b	4	0.014
inv	10	0.021
edfxtp	4	0.066
per-stage QoR:
step	hold WS [ns]	area, um^2	utilization	power (mW)	std cells
floorplan	0.4257	1808	-	0.5238	176
global placement	0.4670	2125	0.3766	0.5568	267
detailed placement	0.4750	2125	0.3766	0.5570	267
CTS	0.4913	2216	0.3928	0.8667	275
global route	0.5186	2216	0.3928	0.8943	275
finish	0.4804	2216	0.3928	0.8538	275
Power is estimated from default activity; no workload was simulated.
