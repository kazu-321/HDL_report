==> design.v <==
module m_calculator (
    input  [3:0] a0, a1, a2, a3,    
    input  [3:0] b0, b1, b2, b3,
    output reg [3:0] s0, s1, s2, s3, s4  
);
    reg [4:0] t0, t1, t2, t3;
    always @(*) begin
        t0 = a0 + b0;
        if (t0 >= 10) begin
            s0 = t0 - 10;
            t1 = a1 + b1 + 1;
        end else begin
            s0 = t0;
            t1 = a1 + b1;
        end
        if (t1 >= 10) begin
            s1 = t1 - 10;
            t2 = a2 + b2 + 1;
        end else begin
            s1 = t1;
            t2 = a2 + b2;
        end
        if (t2 >= 10) begin
            s2 = t2 - 10;
            t3 = a3 + b3 + 1;
        end else begin
            s2 = t2;
            t3 = a3 + b3;
        end
        if (t3 >= 10) begin
            s3 = t3 - 10;
            s4 = 4'd1;
        end else begin
            s3 = t3;
            s4 = 4'd0;
        end
    end
endmodule
==> run.sh <==
#!/bin/bash
# OpenROAD 26Q1-2900-gdf79404cd8, Yosys 0.63+post, stock flow scripts
make -C /OpenROAD-flow-scripts/flow DESIGN_CONFIG=/design/flow/config.mk WORK_HOME=/design/flow/orfs finish
==> config.mk <==
export PLATFORM = sky130hd
export DESIGN_NAME = m_calculator
export DESIGN_NICKNAME = m_calculator
export VERILOG_FILES = /design/flow/design.v
export SDC_FILE = /design/flow/constraint.sdc
export NUM_CORES = 4
export LEC_CHECK = 1
export CORE_AREA = 10 10 75 75
export DIE_AREA = 0 0 85 85
==> constraint.sdc <==
current_design m_calculator

set clk_period 9.0
set clk_io_pct 0.2

create_clock -name clk0 -period $clk_period

set non_clock_inputs [all_inputs -no_clocks]
set_input_delay [expr $clk_period * $clk_io_pct] -clock clk0 $non_clock_inputs
set_output_delay [expr $clk_period * $clk_io_pct] -clock clk0 [all_outputs]
==> results.json <==
{
  "status": "finished with violations",
  "violations": "negative setup slack",
  "cp_slowest_cell": "fa_2",
  "overflow": 0,
  "postSynthAreaPerCell_um2": 7.59,
  "fp-row-count": 23,
  "track_usage": 0.117,
  "die_x_um": 85,
  "min_path_cells": 3,
  "remaining_drc_errors": 0,
  "finalHoldViolCount": 0,
  "antennaDiodeCount": 0,
  "grt_pass1_wl_um": 7600,
  "layout.area.comb_um2": 1610,
  "syn-cell-area_um2": 1540,
  "dieArea_um2": 7230,
  "crit_top_cell": "ha_4",
  "place_hpwl_um": 3910,
  "yosys_warnings": 1,
  "seq_area_um2": 0,
  "fillers": 321,
  "p_per_area_nw_per_um2": 143,
  "dp_cells": 345,
  "max_stage_delay_ns": 0.54,
  "timing.fmax_mhz": 106,
  "clkbuf_count": 0,
  "critPathBufInv": 6,
  "path_class": "input port to output pin",
  "dpl_cell_area_um2": 2540,
  "setup_violations": 3,
  "ys_types": 51,
  "hold_buffers": 0,
  "die_h_um": 85,
  "p_total_uw": 381,
  "critPathLaunchType": "input port",
  "cp.required_ns": 7.20,
  "antenna_found_initial": 0,
  "p_leak_nw": 1.21,
  "critical_path_peak_fanout": 5,
  "worst_setup_path_end_kind": "output pin",
  "fin_ws_ns": -0.413,
  "hp-class": "input port to output pin",
  "routedWlPerCell_um": 12.6,
  "io_buffers": 49,
  "cp.depth": 34,
  "max_cap_violations": 0,
  "netlist_instances": 203,
  "utilization": 0.659,
  "postRouteWirelength_um": 4430,
  "crit_arrival_ns": 7.61,
  "first_iter_violations": 53,
  "vias_per_cell": 5.02,
  "num_vias": 1768,
  "fin_crit_sh": 1.05,
  "whs_ns": 4.26,
  "place.gp.congestion": 0.827,
  "lay_top_cells": "55 x buf_4, 39 x clkdlybuf4s50_1, 23 x inv_1, 17 x ha_1, 10 x a21oi_1",
  "drive_gt1_frac": 0.334,
  "stdcell_area_um2": 2670,
  "grt_pass1_vias": 1747,
  "period_needed_ns": 9.41,
  "ys_seq_frac": 0,
  "rsz0062_at_grt": "true",
  "lay_top_count": "buf_4",
  "ios": 52,
  "grt_max_degree": 8,
  "setup_tns_ns": -1.10,
  "yosys-stat-area_um2": 1540,
  "drt_pass1_iterations": 4,
  "ant_nets": 0,
  "flop-count": 0,
  "syn2layout_area_growth_pct": 73.4,
  "vdd_drop_max_mv": 0.0722,
  "warnings": 38,
  "pre_cts_ws_ns": -1.21,
  "ys_cells": 203,
  "fp-utilization": 0.380,
  "layout.cells.non_filler": 352,
  "slew_viol_final": 0,
  "core-area_um2": 4060,
  "cpLargestDelayFamily": "AND-OR/OR-AND gates"
}
## final cells by class
class	instances	area share
multi-input cells	171	0.603
well taps	50	0.0234
inverters	25	0.0351
repair buffers	106	0.338
## synth_stat cells (all sizes together), types with 3 or more instances
master,n,area share
xnor2,13,0.079
inv,25,0.061
a211oi,6,0.029
o21ai,12,0.039
a21o,4,0.019
xor2,6,0.034
mux2i,4,0.026
buf,5,0.025
nand2,10,0.024
a21oi,11,0.036
nand3,7,0.023
nor2,7,0.017
nand2b,5,0.020
nor3,9,0.029
nor3b,3,0.015
and3,3,0.012
ha,23,0.19
a31oi,6,0.024
clkbuf,4,0.0097
fa,7,0.091
## what timing repair did
item                                    in CTS  in global routing
buffers inserted                             6                  2
gates resized                               43                  7
endpoints found under the setup margin       4                  4
pin swaps                                   23                  2
gates cloned                                 0                  0
## report_power, final
group | internal (mW) | total (mW) | switching, mW
clock | 0 | 0 | 0
combinational | 0.231 | 0.381 | 0.150
sequential | 0 | 0 | 0
## logic make-up after synthesis
logic type / Yosys count / share of synthesized area
other: 1 / 0.00243
AOI/OAI and AO/OA: 60 / 0.289
and+or+nand+nor: 54 / 0.189
xor gates and xnor gates: 19 / 0.113
buffers and inverters: 34 / 0.0958
muxes: 5 / 0.0333
adders and majority gates: 30 / 0.278
## worst min-delay path: stages
cell	delay, ns
buf_6	0.07
ha_4	0.13
clkdlybuf4s50_1	0.46
## path summary, 6_finish.rpt
| path | start | to | slack [ns] |
|---|---|---|---|
| worst min-delay path | a0[0] | s0[0] | 4.26 |
| worst max-delay path | b0[0] | s3[2] | -0.41 |
## metal layers
metal	share of wire	up-vias	global-route usage
met4	0.0047	0	0.00449
li1	-	934	-
met1	0.47	802	0.154
met5	0	-	0
met3	0.043	2	0.0173
met2	0.49	30	0.206
